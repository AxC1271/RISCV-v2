`run.sh`:
```
#!/bin/bash
# OpenROAD 26Q1-2900-gdf79404cd8, Yosys 0.63+post, stock flow scripts
make -C /OpenROAD-flow-scripts/flow DESIGN_CONFIG=/design/flow/config.mk WORK_HOME=/design/flow/orfs finish
```
`config.mk`:
```
export PLATFORM = sky130hd
export DESIGN_NAME = bootloader
export DESIGN_NICKNAME = bootloader
export VERILOG_FILES = /design/flow/design.v
export SDC_FILE = /design/flow/constraint.sdc
export NUM_CORES = 4
export LEC_CHECK = 1
export CORE_UTILIZATION = 50
```
`constraint.sdc`:
```
current_design bootloader

set clk_period 13.2
set clk_io_pct 0.2

create_clock -name clk0 -period $clk_period [get_ports {cpu_clk}]
create_clock -name clk1 -period $clk_period [get_ports {uart_clk}]

set non_clock_inputs [all_inputs -no_clocks]
set_input_delay [expr $clk_period * $clk_io_pct] -clock clk0 $non_clock_inputs
set_output_delay [expr $clk_period * $clk_io_pct] -clock clk0 [all_outputs]
```
`design.v`:
```
`timescale 1ns / 1ps
module async_fifo #(
    parameter DATA_WIDTH = 8,
    parameter DEPTH = 64
) (
    input  logic clk_w,
    input  logic rst_n_w,
    input  logic wr_en,
    input  logic [DATA_WIDTH-1:0] wr_data,
    input  logic clk_r,
    input  logic rst_n_r,
    input  logic rd_en,
    output logic [DATA_WIDTH-1:0] rd_data,
    output logic empty,
    output logic full
);
    localparam ADDR_WIDTH = $clog2(DEPTH);
    localparam PTR_WIDTH = ADDR_WIDTH + 1;   
    logic [DATA_WIDTH-1:0] mem [0:DEPTH-1];
    logic [PTR_WIDTH-1:0] rd_ptr_bin, wr_ptr_bin;
    logic [PTR_WIDTH-1:0] rd_ptr_gray, wr_ptr_gray;
    logic [PTR_WIDTH-1:0] rd_ptr_gray_sync1, rd_ptr_gray_sync2;
    logic [PTR_WIDTH-1:0] wr_ptr_gray_sync1, wr_ptr_gray_sync2;
    assign rd_ptr_gray = rd_ptr_bin ^ (rd_ptr_bin >> 1);
    assign wr_ptr_gray = wr_ptr_bin ^ (wr_ptr_bin >> 1);
    assign empty = (rd_ptr_gray == wr_ptr_gray_sync2);
    assign full = (wr_ptr_gray == {~rd_ptr_gray_sync2[PTR_WIDTH-1:PTR_WIDTH-2],
                                    rd_ptr_gray_sync2[PTR_WIDTH-3:0]});
    always_ff @(posedge clk_w or negedge rst_n_w) begin
        if (!rst_n_w) begin
            rd_ptr_gray_sync1 <= '0;
            rd_ptr_gray_sync2 <= '0;
        end else begin
            rd_ptr_gray_sync1 <= rd_ptr_gray;
            rd_ptr_gray_sync2 <= rd_ptr_gray_sync1;
        end
    end
    always_ff @(posedge clk_r or negedge rst_n_r) begin
        if (!rst_n_r) begin
            wr_ptr_gray_sync1 <= '0;
            wr_ptr_gray_sync2 <= '0;
        end else begin
            wr_ptr_gray_sync1 <= wr_ptr_gray;
            wr_ptr_gray_sync2 <= wr_ptr_gray_sync1;
        end
    end
    always_ff @(posedge clk_w) begin
        if (wr_en && !full) begin
            mem[wr_ptr_bin[ADDR_WIDTH-1:0]] <= wr_data;
        end
    end
    always_ff @(posedge clk_w or negedge rst_n_w) begin
        if (!rst_n_w) begin
            wr_ptr_bin <= '0;
        end else if (wr_en && !full) begin
            wr_ptr_bin <= wr_ptr_bin + 1'b1;
        end
    end
    always_ff @(posedge clk_r) begin
        if (rd_en && !empty) begin
            rd_data <= mem[rd_ptr_bin[ADDR_WIDTH-1:0]];
        end
    end
    always_ff @(posedge clk_r or negedge rst_n_r) begin
        if (!rst_n_r) begin
            rd_ptr_bin <= '0;
        end else if (rd_en && !empty) begin
            rd_ptr_bin <= rd_ptr_bin + 1'b1;
        end
    end
endmodule
`timescale 1ns / 1ps
module bootloader # (
    parameter BAUD_RATE = 115200,
    parameter CLK_FREQ = 100_000_000,
    parameter IMEM_DEPTH = 1024   
) (
    input  logic uart_clk,      
    input  logic uart_rst_n,
    input  logic uart_rx,
    input  logic cpu_clk,
    input  logic cpu_rst_n,
    output logic [31:0] imem_wr_data,
    output logic [9:0]  imem_wr_addr,   
    output logic        imem_wr_en,
    output logic boot_done,
    output logic boot_error
);
    logic [7:0] uart_rx_data;
    logic uart_rx_valid;
    logic [7:0] fifo_rd_data;
    logic fifo_rd_en;
    logic fifo_empty;
    logic fifo_full;
    logic [31:0] word_data;
    logic word_valid;
    logic word_ready;
    logic [9:0] wr_addr_counter;
    logic [11:0] expected_bytes;   
    logic [11:0] received_bytes;
    uart_rx #(
        .BAUD_RATE(BAUD_RATE),
        .CLK_FREQ(CLK_FREQ),
        .DATA_WIDTH(8)
    ) uart_rx_inst (
        .clk(uart_clk),
        .rst_n(uart_rst_n),
        .rx(uart_rx),
        .rx_data(uart_rx_data),
        .wr(uart_rx_valid)
    );
    async_fifo #(
        .DATA_WIDTH(8),
        .DEPTH(64)   
    ) fifo_inst (
        .clk_w(uart_clk),
        .rst_n_w(uart_rst_n),
        .wr_en(uart_rx_valid),
        .wr_data(uart_rx_data),
        .clk_r(cpu_clk),
        .rst_n_r(cpu_rst_n),
        .rd_en(fifo_rd_en),
        .rd_data(fifo_rd_data),
        .empty(fifo_empty),
        .full(fifo_full)
    );
    word_assembler #(
        .WORD_WIDTH(32),
        .BYTE_WIDTH(8)
    ) word_asm_inst (
        .clk(cpu_clk),
        .rst_n(cpu_rst_n),
        .byte_in(fifo_rd_data),
        .byte_valid(!fifo_empty && fifo_rd_en),
        .byte_ready(fifo_rd_en),
        .word_out(word_data),
        .word_valid(word_valid),
        .word_ready(word_ready)
    );
    assign fifo_rd_en = !fifo_empty && (word_ready || word_valid == 0);
    always_ff @(posedge cpu_clk or negedge cpu_rst_n) begin
        if (!cpu_rst_n) begin
            wr_addr_counter <= '0;
            received_bytes <= '0;
            boot_done <= 1'b0;
            boot_error <= 1'b0;
            imem_wr_en <= 1'b0;
            imem_wr_addr <= '0;
            imem_wr_data <= '0;
            word_ready <= 1'b1;
        end else begin
            imem_wr_en <= 1'b0;   
            if (word_valid && word_ready) begin
                imem_wr_data <= word_data;
                imem_wr_addr <= wr_addr_counter;
                imem_wr_en <= 1'b1;
                wr_addr_counter <= wr_addr_counter + 1'b1;
                received_bytes <= received_bytes + 4;   
                if (received_bytes >= expected_bytes) begin
                    boot_done <= 1'b1;
                    word_ready <= 1'b0; 
                end
                if (wr_addr_counter >= IMEM_DEPTH) begin
                    boot_error <= 1'b1;
                    word_ready <= 1'b0;
                end
            end
        end
    end
endmodule
`timescale 1ns / 1ps
module uart_rx #(
    parameter BAUD_RATE = 115200,
    parameter DATA_WIDTH = 8,
    parameter CLK_FREQ = 100_000_000
) (
    input  logic clk,
    input  logic rst_n,
    input  logic rx,
    output logic [DATA_WIDTH-1:0] rx_data,
    output logic wr
);
    localparam int CLKS_PER_BIT = CLK_FREQ / BAUD_RATE;
    localparam int CLKS_PER_HALF_BIT = CLKS_PER_BIT / 2;
    typedef enum logic [2:0] {
        IDLE  = 3'b000,
        START = 3'b001,
        DATA  = 3'b010,
        STOP  = 3'b011
    } rx_state_t;
    rx_state_t state, next_state;
    logic [15:0] clk_count;
    logic [2:0] bit_index;
    logic [DATA_WIDTH-1:0] rx_data_reg;
    logic rx_sync1, rx_sync2;
    always_ff @(posedge clk or negedge rst_n) begin
        if (!rst_n) begin
            rx_sync1 <= 1'b1;
            rx_sync2 <= 1'b1;
        end else begin
            rx_sync1 <= rx;
            rx_sync2 <= rx_sync1;
        end
    end
    always_ff @(posedge clk or negedge rst_n) begin
        if (!rst_n)
            state <= IDLE;
        else
            state <= next_state;
    end
    always_ff @(posedge clk or negedge rst_n) begin
        if (!rst_n) begin
            clk_count <= 0;
            bit_index <= 0;
            rx_data_reg <= 0;
            rx_data <= 0;
            wr <= 1'b0;
        end else begin
            wr <= 1'b0;   
            case (state)
                IDLE: begin
                    clk_count <= 0;
                    bit_index <= 0;
                    if (!rx_sync2) begin   
                        next_state <= START;
                    end else begin
                        next_state <= IDLE;
                    end
                end
                START: begin
                    if (clk_count < CLKS_PER_HALF_BIT - 1) begin
                        clk_count <= clk_count + 1;
                        next_state <= START;
                    end else begin
                        clk_count <= 0;
                        if (!rx_sync2) begin
                            next_state <= DATA;   
                        end else begin
                            next_state <= IDLE;   
                        end
                    end
                end
                DATA: begin
                    if (clk_count < CLKS_PER_BIT - 1) begin
                        clk_count <= clk_count + 1;
                        next_state <= DATA;
                    end else begin
                        clk_count <= 0;
                        rx_data_reg[bit_index] <= rx_sync2;   
                        if (bit_index < DATA_WIDTH - 1) begin
                            bit_index <= bit_index + 1;
                            next_state <= DATA;
                        end else begin
                            bit_index <= 0;
                            next_state <= STOP;
                        end
                    end
                end
                STOP: begin
                    if (clk_count < CLKS_PER_BIT - 1) begin
                        clk_count <= clk_count + 1;
                        next_state <= STOP;
                    end else begin
                        clk_count <= 0;
                        if (rx_sync2) begin   
                            rx_data <= rx_data_reg;
                            wr <= 1'b1;
                            next_state <= IDLE;
                        end else begin
                            next_state <= IDLE;
                        end
                    end
                end
                default: next_state <= IDLE;
            endcase
        end
    end
endmodule
`timescale 1ns / 1ps
module word_assembler #(
    parameter WORD_WIDTH = 32,
    parameter BYTE_WIDTH = 8
) (
    input  logic clk,
    input  logic rst_n,
    input  logic [BYTE_WIDTH-1:0] byte_in,
    input  logic byte_valid,        
    output logic byte_ready,        
    output logic [WORD_WIDTH-1:0] word_out,
    output logic word_valid,        
    input  logic word_ready         
);
    localparam BYTES_PER_WORD = WORD_WIDTH / BYTE_WIDTH;   
    logic [WORD_WIDTH-1:0] word_buffer;
    logic [1:0] byte_count;   
    assign byte_ready = word_ready || (byte_count != 0);   
    always_ff @(posedge clk or negedge rst_n) begin
        if (!rst_n) begin
            word_buffer <= '0;
            byte_count <= '0;
            word_valid <= 1'b0;
            word_out <= '0;
        end else begin
            if (word_valid && word_ready) begin
                word_valid <= 1'b0;
            end
            if (byte_valid && byte_ready) begin
                case (byte_count)
                    2'd0: word_buffer[7:0]   <= byte_in;
                    2'd1: word_buffer[15:8]  <= byte_in;
                    2'd2: word_buffer[23:16] <= byte_in;
                    2'd3: word_buffer[31:24] <= byte_in;
                endcase
                byte_count <= byte_count + 1'b1;
                if (byte_count == 2'd3) begin
                    word_out <= {byte_in, word_buffer[23:0]};
                    word_valid <= 1'b1;
                    byte_count <= '0;
                end
            end
        end
    end
endmodule
```
==> results.txt <==
The following summarizes the physical implementation.

Detailed routing
The final routed wire length divided by cell count is 24.2 µm. The total number of vias is 13337. The first routing iteration left 720 violations. The detailed router reported a total wirelength of 56800 µm. The count of nets left with antenna violations once routing finished came out at 0. The total antenna diodes in the routed design is 0. The script parses the final routing iteration and logs DRC violations as 0. The first detailed-routing pass took 5 iterations. Using the TritonRoute via totals, the vias-per-cell ratio works out to 5.67.

Clocking
The post-cts sizing count is 0. TritonCTS built the clock tree. The cts-stage hold buffer count is 0. The clock-pin slew on the worst setup and hold paths is 60 ps. The number of clock sinks is 718.

The number of setup buffers added after CTS is 0.

Power
The internal power is 0.00471 W. Total power normalized to cell area comes to 210 nW/µm². The share of power burned in the clock network is 0.310. The fraction of power consumed by combinational cells is 0.242. The leakage component of the power is 11.4 nW. The switching power summed over all nets is 0.00195 W. Of the total power, registers draw 0.448. The switching power as a share of total power is 0.293. The largest vdd supply drop is 153 µV.

Global routing
The first global-routing pass estimated 88300 µm of wire. The initial antenna violation count came to 0. The met2 usage is 0.336. The most congested layer reported by global routing is met1. The global routing met1 resource utilization is 0.354. The number of global-route vias before repair is 14472. The total track usage is 0.233. The fraction of met3 tracks used by global routing is 0.129.

Entering global routing, the biggest net connects 81 pins. Summed over all layers, the global routing overflow is 0.

Yosys
The number of cells reported by Yosys stat comes to 1458. The synthesized flop and latch total is 718. The number of standard cells after synthesis is 1458. The average footprint of a synthesized cell is 19.2 µm². The number of warnings issued by yosys is 17. The area figure in the yosys stat output is 28000 µm².

The number of enable-type register cells in the synthesized netlist is 522. The synthesis report gives the async set-or-reset register share as 0.273. The tally of unique sky130hd cells used after synthesis is 62. For this run, the register share of the synthesized area comes to 0.734. Looking at the cell usage after synthesis, the top flip-flop cell is edfxtp_1. The cell area after synthesis is 28000 µm².

Final layout
The register area is 20600 µm². The area growth from synthesis to layout is 13.2%. In the layout the commonest cells are 522 x edfxtp_1, 181 x dfrtp_1, 126 x mux4_2.

The combinational gate area is 7000 µm². Of the cells placed in the final design, the portion with a size suffix greater than 1 is 0.259. In the final layout, the fill cell count is 4096. The register with the most flip-flops in the layout has 512 of them.

Once layout is complete, the utilization of the core stands at 0.574. The most frequent logic cell in the layout is edfxtp_1.

Critical path
The worst endpoint required time is 10560 ps. The worst path arrival time is 1280 ps. STA classifies the critical path startpoint as a flop. The cell with the largest stage delay on the worst path is clkdlybuf4s50_1. Listed in order, past its start point the critical path passes clkdlybuf4s50_1. On the worst path, the slowest cell contributes a delay of 490 ps.

The family of cells with the greatest summed delay on the critical path is buffers and inverters. By startpoint and endpoint, the worst setup path is classified as reg2out. STA classifies the critical path endpoint as an output pin. The worst path buffer plus inverter count is 1. The top fanout value on the critical path is 2.

Placement
RePlAce ended its routability-driven mode at a weighted congestion of 0.864. The HPWL after detailed placement is 33900 µm. As logged by OpenROAD, the buffers inserted on ports number 47.

STA
The relative slew slack is 0.317. For reference, the final report shows the max-slew violation count at 0. Per the final timing report, the hold violations number 0.

In the final report, the number of endpoints failing setup comes to 0. For the pin with the worst max-slew slack, the measured transition is 1020 ps. On the final layout, the worst clock skew is 42.1 ps.

Setup repair after global routing left no endpoint under its margin. Summed over all failing endpoints, the final setup total negative slack is 0 ps. The final-layout worst hold slack is 341 ps.

Run status
The run finished with clean final reports.

Job
The tool warning count is 38. Per the run summary, max-cap violations total 0.

Die
The total area inside the core boundary comes to 55300 µm². The number of top-level pins is 50. The horizontal extent of the die is 239 µm. From bottom edge to top edge, the die measures 239 µm.

The row count is 86. The die area is 57000 µm². The initial utilization of the core area, before any placement, comes to 0.507.

Worst hold path
The min-delay analysis places its worst path in the category reg2reg.
-- stage by stage --
step / cell area (µm²) / std cells / total power (W) / setup WS, ps
after global routing: 31800 / 2353 / 0.00698 / 9240
after floorplan: 28100 / 1464 / 0.00412 / 10230
after global placement: 29300 / 2218 / 0.00465 / 9210
after detailed placement: 29300 / 2218 / 0.00467 / 9180
final: 31800 / 2353 / 0.00666 / 9280
after CTS: 31800 / 2353 / 0.00675 / 9260
-- synthesized netlist by cell type, drive strengths merged, types with 10 or more instances --
cell type  number  area [µm²]
dfrtp         193        4830
edfxtp        522       15700
nand2          24         105
mux2          115        1300
nand3          24         125
mux4          126        2840
buf            48         349
clkbuf         22        82.6
o22ai          10        62.6
mux2i          40         400
xor2           19         181
ha             26         325
o21ai          25         125
inv            14        52.6
a21oi          12        60.1
nand4          16         115
xnor2          27         236
nor2          100         375
-- cells by family (layout without fill, tap and decap cells) --
kind of cell / after synthesis / after routing / share of synthesized area
and+or+nand+nor: 207 / 207 / 0.0366
adders and majority gates: 26 / 26 / 0.0116
xor gates and xnor gates: 46 / 46 / 0.0149
buffers and inverters: 84 / 225 / 0.0173
DFF: 718 / 718 / 0.734
muxes: 281 / 281 / 0.162
other: 1 / 7 / 0.000134
AOI/OAI and AO/OA: 95 / 95 / 0.0239
-- area by class of cell --
type | count | share of cell area
well taps | 748 | 0.0295
repair buffers | 76 | 0.0219
multi-input cells | 662 | 0.220
inverters | 14 | 0.00165
clock inverters | 46 | 0.0150
clock buffers | 89 | 0.0627
flip-flops and latches | 718 | 0.649
-- power by group through the flow --
stage / Sequential (W) / Combinational (W) / Clock [W]
4_1_cts: 0.00299 / 0.00165 / 0.00212
5_1_grt: 0.00301 / 0.00176 / 0.00220
6_report: 0.00298 / 0.00161 / 0.00207
-- final timing paths --
path	start	end	slack (ps)	depth (start not counted)
max	imem_wr_data[25]	imem_wr_data[25]	9280	1
min	fifo_inst.rd_ptr_bin[6]	fifo_inst.rd_ptr_gray_sync1[6]	340	0
max reg2reg	fifo_inst.wr_ptr_bin[0]	fifo_inst.mem[61][1]	9550	6
min reg2reg	fifo_inst.rd_ptr_bin[6]	fifo_inst.rd_ptr_gray_sync1[6]	340	0
max in group clk1	fifo_inst.wr_ptr_bin[0]	fifo_inst.mem[61][1]	9550	6
max in group asynchronous	cpu_rst_n	fifo_inst.rd_ptr_bin[1]	9700	2
min in group clk0	fifo_inst.wr_ptr_gray_sync1[5]	fifo_inst.wr_ptr_gray_sync2[5]	350	0
min in group asynchronous	uart_rst_n	uart_rx_inst.state[0]	2180	2
-- routing by layer --
metal | wire, µm | vias to the layer above
li1 | - | 5924
met4 | 1220 | 0
met5 | 0 | -
met3 | 6760 | 83
met2 | 27300 | 510
met1 | 21500 | 6820
No activity file was given, so power comes from the tool's default toggle rates.
