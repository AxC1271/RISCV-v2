==> /design/flow/design.v <==
`timescale 1ns / 1ps
module register_file (
    input logic clk,
    input logic rst_n,
    input logic[4:0] rd_addr1,
    input logic[4:0] rd_addr2,
    input logic[4:0] wr_addr,
    input logic[31:0] wr_data,
    input logic wr_en,
    output logic[31:0] rd_data1,
    output logic[31:0] rd_data2
);
    logic[31:0] mem [0:31];
    localparam int ZERO_REG = 0;
    assign rd_data1 = mem[rd_addr1];
    assign rd_data2 = mem[rd_addr2];
    always_ff @(posedge clk or negedge rst_n) begin
        if (!rst_n) begin
            for (int i = 0; i < 32; i++) begin
                mem[i] <= 32'h0;
            end
        end else begin
            if (wr_en && wr_addr != ZERO_REG) begin
                mem[wr_addr] <= wr_data;
            end
        end
    end
endmodule
==> /design/flow/run.sh <==
#!/bin/bash
# OpenROAD 26Q1-2900-gdf79404cd8, Yosys 0.63+post, stock flow scripts
make -C /OpenROAD-flow-scripts/flow DESIGN_CONFIG=/design/flow/config.mk WORK_HOME=/design/flow/orfs finish
==> /design/flow/config.mk <==
export PLATFORM = sky130hd
export DESIGN_NAME = register_file
export DESIGN_NICKNAME = register_file
export VERILOG_FILES = /design/flow/design.v
export SDC_FILE = /design/flow/constraint.sdc
export NUM_CORES = 4
export LEC_CHECK = 1
export CORE_UTILIZATION = 50
==> /design/flow/constraint.sdc <==
current_design register_file

set clk_period 8.7
set clk_io_pct 0.2

create_clock -name clk0 -period $clk_period [get_ports {clk}]

set non_clock_inputs [all_inputs -no_clocks]
set_input_delay [expr $clk_period * $clk_io_pct] -clock clk0 $non_clock_inputs
set_output_delay [expr $clk_period * $clk_io_pct] -clock clk0 [all_outputs]
==> out/metrics.yaml <==
sw_frac_of_total_pct: 29.4
status: "finished, final reports clean"
root_buffer: "clkbuf_16"
hp-class: "flip-flop to flip-flop"
vias: 46800
seq_power_share_pct: 48.1
setup_viol: 0
overflow: 0
holdBufCountCts: 0
worstSetupPathType: "input port to output port"
fin_tns_setup_ns: 0
drt-total-wl_mm: 289
grtUsageTotal_pct: 58.2
cp_top_family: "buffers and inverters"
syn_inst: 4389
ir_drop_mv: 0.203
dpl_worst_slack_ns: 1.39
clk_latency_ns: 0.72
postSynthAreaPerCell_um2: 11.8
clockBufferDepth: 3
slew_viol_final: 0
slowest_delay_ns: 0.90
synth-edff-count: 0
dr.pass1.iters: 9
top_regs: "mem: 1024 flops"
max_freq_mhz: 129
hp-start: "mem[0][29]"
fin_skew_ns: 0
hold_violations: 0
portBuffers: 113
yosys_cells: 4389
worstReg2RegEnd: "mem[30][31]"
ctsResizeCount: 0
synth_chip_area_um2: 51700
synth-async-reset-ratio_pct: 100
crit_path_end_kind: "output port"
fp.dieW_um: 323
r2r_setup_slack_ns: 7.74
yosys_most_used_dff: "dfrtp_1"
syn_to_final_growth_pct: 14.7
grt_pass1_wl_mm: 387
critPathLaunchType: "input port"
numCtsBuffers: 110
p_switching_w: 0.00404
leakagePower_nw: 25.7
cp_cell_sequence: "buf_2 -> buf_4 -> or3b_1 -> nor2_4 -> buf_4 -> a222oi_1 -> a31oi_1 -> clkdlybuf4s50_1"
layout_min_cycle_time_ns: 7.74
grt_max_degree: 125
cellPowerDensity_nw_per_um2: 232
drive_gt1_share_pct: 35.2
tool_warnings: 50
top_register: "mem"
cts_tree: "yes"
core_um2: 102000
regToRegStartpoint: "mem[30][31]"
pwr-share-clk_pct: 36.8
cp.buffers_inverters: 4
yosys_warnings: 2
rsz0062_at_grt: "no"
ys_ff: 1024
gp_congestion: 1.10
ioPinCount: 114
cts_setup_buffers: 0
synth.distinct_cells: 70
synth.cell_area_um2: 51700
yosysSeqAreaShare_pct: 49.6
internal_power_w: 0.00971
finalClockPeriodUsage_pct: 88.9
crit_arrival_ns: 6.00
worst-path-max-fanout: 22
antenna_left: 0
cap_violations: 0
die_h_um: 323
fp_util_pct: 50.6
drt_iter0_markers: 6240
fin_ws_ns: 0.962
rows: 117
relSlewSlack_pct: 9.41
ff2ff_path_depth: 1
crit_path_frequent_cell: "buf_4"
required_ns: 6.96
holdPathStages: 0
clkTransAtPathRegs_ns: 0.06
antenna_found_initial: 27
crit_slowest_cell: "nor2_4"
viasPerCell: 7.87
wire_per_inst_um: 48.6
die_area_um2: 105000
hpwlAfterDp_mm: 182
min_to: "mem[0][29]"
grt_pass1_vias: 45000
worstMarginPinSlew_ns: 1.36
htreeDepth: 3
largest_reg_flops: 1024
fillers: 8571
cts.sinks: 1024
drc: 0
pwr-share-comb_pct: 15.1
placed cells by master, fill, tap and decap left out, types with 44 or more instances in the layout:
master and n:
dfrtp_1 1024, mux2_2 1009, a22oi_1 700, buf_4 275
nand2_1 185, nor2_1 127, clkbuf_16 111, clkdlybuf4s50_1 102
nand4_1 92, a21oi_1 75, nor3_1 70, nor2_4 63
mux2i_1 61, a22o_1 55, nand3_1 44
layer usage:
metal / up-vias / GRT usage (%) / share of wire [%]
li1: 17000 / - / -
met1: 23400 / 71.5 / 34
met2: 4668 / 73.3 / 38
met3: 1660 / 40.6 / 18
met4: 27 / 38.5 / 9.2
met5: - / 2.41 / 0.26
final cells by class:
class                           count  area (µm²)  area share [%]
Clock buffer                      147        3060            5.17
Clock inverter                     50         731            1.23
Sequential cell                  1024       25600            43.2
Tap cell                         1368        1710            2.89
Multi-Input combinational cell   2909       24600            41.4
Inverter                            5        18.8          0.0317
Timing Repair Buffer              403        3470            5.85
Antenna cell                       37        92.6           0.156
cell usage after synthesis, types with 55 or more instances:
library cell / instances / share of area, %
nor2_1: 165 / 1.2
clkbuf_1: 202 / 1.5
buf_2: 184 / 1.8
mux2_2: 1009 / 22
a22oi_1: 700 / 10
a21oi_1: 75 / 0.73
nand2_1: 195 / 1.4
mux2i_1: 61 / 1.2
dfrtp_1: 1024 / 50
a22o_1: 55 / 0.93
nand4_1: 92 / 1.1
nor3_1: 75 / 0.73
power by group through the flow:
stage / logic (W) / clock network (W) / registers, W
CTS: 0.00202 / 0.00507 / 0.00656
global route: 0.00217 / 0.00523 / 0.00668
finish: 0.00208 / 0.00505 / 0.00662
cell families (layout without fill, tap and decap cells):
logic type,Yosys count,in the layout,share of synthesized area [%]
muxes,1083,1083,23.6
and+or+nand+nor,736,736,7.12
AOI/OAI and AO/OA,1090,1090,15.8
buffers and inverters,456,605,3.93
DFF,1024,1024,49.6
other,0,37,0
worst max path at each step:
stage / from / endpoint / slack (ns) / cells past startpoint
after CTS: rd_addr1[2] / rd_data1[21] / 1.38 / 10
after global routing: rd_addr1[2] / rd_data1[21] / 1.11 / 10
final: rd_addr1[2] / rd_data1[3] / 0.96 / 8
through the flow:
step	instance area (µm²)	total power [W]	hold WS, ns	instances	util (%)
global route	59200	0.0141	0.411	5908	57.9
global placement	55400	0.00860	0.389	5709	54.2
CTS	59200	0.0136	0.404	5906	57.9
finish	59300	0.0138	0.401	5943	58.0
detailed placement	55400	0.00863	0.389	5709	54.2
floorplan	51700	0.00747	0.451	4389	-
Power and IR drop assume default switching activity.
